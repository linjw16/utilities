`flow/config.mk`:
```
export PLATFORM = sky130hd
export DESIGN_NAME = top_module
export DESIGN_NICKNAME = top_module
export VERILOG_FILES = /design/flow/design.v
export SDC_FILE = /design/flow/constraint.sdc
export NUM_CORES = 4
export LEC_CHECK = 1
export CORE_UTILIZATION = 30
```
`flow/constraint.sdc`:
```
current_design top_module

set clk_period 6.1
set clk_io_pct 0.2

create_clock -name clk0 -period $clk_period [get_ports {clk}]

set non_clock_inputs [all_inputs -no_clocks]
set_input_delay [expr $clk_period * $clk_io_pct] -clock clk0 $non_clock_inputs
set_output_delay [expr $clk_period * $clk_io_pct] -clock clk0 [all_outputs]
```
`flow/design.v`:
```
module top_module #(
	parameter DUMMY = 0
) (
	input clk,
	input areset,
	input  predict_valid,
	input  [6:0] predict_pc,
	output predict_taken,
	output [6:0] predict_history,
	input train_valid,
	input train_taken,
	input train_mispredicted,
	input [6:0] train_history,
	input [6:0] train_pc
);
	localparam ADDR_WIDTH = 7;
	reg [2*2**ADDR_WIDTH-1:0] pht_reg = {2**ADDR_WIDTH{2'b01}}, pht_next;
	reg [1:0] pht_predict, pht_train;
	reg predict_reg = 1'b0, predict_next;
	wire [ADDR_WIDTH:0] idx_predict, idx_train;
	assign idx_predict = {1'b0, predict_pc ^ history_reg};	 
	assign idx_train = {1'b0, train_pc ^ train_history};
	assign predict_taken = pht_predict[1];
	always @(*) begin
		pht_next = pht_reg;
		predict_next = predict_reg;
		pht_train = pht_reg[idx_train<<1+:2];
		pht_predict = pht_reg[idx_predict<<1+:2];
		if (train_valid) begin
			if (train_taken) begin
				pht_next[idx_train<<1+:2] = (&pht_train) ? 2'b11 : pht_train+2'b01;
			end else begin
				pht_next[idx_train<<1+:2] = (|pht_train) ? pht_train-2'b01 : 2'b00;
			end
			predict_next = pht_next[(idx_predict<<1)+1]; 	 
		end else if (predict_valid) begin	 
			predict_next = pht_predict[1]; 
		end 
	end
	always @(posedge clk or posedge areset) begin
		if (areset) begin
			pht_reg <= {2**ADDR_WIDTH{2'b01}};
			predict_reg <= 1'b0;
		end else begin
			pht_reg <= pht_next;
			predict_reg <= predict_next;
		end
	end
	localparam BH_DEPTH = 7;
	reg [BH_DEPTH-1:0] history_reg = {BH_DEPTH{1'h0}}, history_next;
	always @(*) begin
		history_next = history_reg;
		if (train_valid && train_mispredicted) begin	 
			history_next = {train_history[BH_DEPTH-2:0], train_taken};
		end else if (predict_valid) begin
			history_next = {history_reg[BH_DEPTH-2:0], predict_taken};
		end
	end
	always @(posedge clk or posedge areset) begin
		if (areset) begin
			history_reg <= {BH_DEPTH{1'h0}};
		end else begin
			history_reg <= history_next;
		end
	end
	assign predict_history = history_reg;
endmodule
```
`flow/run.sh`:
```
#!/bin/bash
# OpenROAD 26Q1-2900-gdf79404cd8, Yosys 0.63+post, stock flow scripts
make -C /OpenROAD-flow-scripts/flow DESIGN_CONFIG=/design/flow/config.mk WORK_HOME=/design/flow/orfs finish
```
==> run notes <==
flow finished, numbers: Distinct cells, synth approximately 57, Arr. time, crit path 4.53 ns, Placement Rows 79, GP Congestion ~0.91, die height 221 µm, wire per inst 20.5 µm, IO Count 35, Cell Pwr Density 341 nW/µm², CTS-repair resized insts 0, GR Util met2 26.9%, Layout Utilization 34.7%, clock transition at the registers of the reported paths 0.06 ns, antenna violations before repair 0, Syn Inst Count 1340, Hold Path Depth 2, crit-path cells clkdlybuf4s50_1 > xor2_4 > buf_12 > mux4_2 > mux4_2 > mux2_2 > o211ai_1 > o21ai_0 > clkdlybuf4s50_1, ANT cells 0, FP Util 30.7%, DP Area 15400 µm², Post-synth EDFFs 0, Clk Latency, worst-skew pair approximately 0.55 ns, Tightest Pin Transition between 0.8 and 0.9 ns, Syn Area/Cell between 10 and 15 µm², placed cells 1923, # setup viols final 0, worst min-delay path startpoint pht_reg[90], Final Max Tran Viols 0, largest net degree at the start of global routing 129, Post-CTS Hold Buffers 0, core box area between 40000 and 50000 µm², Max-Cap Viols 0, dpl hpwl approximately 27 mm, CP Class in2out, vias in the first global route roughly 11k, Worst EP required 4.88 ns, max FFs per register around 260, layout cell share with drive strength beyond 1 31.3%, P_leak a little over 6 nW, maximum vdd drop 200 µV, first-pass GRT wire length 64.6 mm, Final min period 5.75 ns, R2R setup slack 2.88 ns, Synth Seq Share 46.8%, switching part of the total 32.2%, Die Size 48900 µm², crit path max fanout 32, ANT nets after route 0, TritonCTS Sinks roughly 260, DR vias/cell around 5.4, first-pass detailed-route iteration total 7, CP Capture Type output pin, Port Buffers 34, Clock Power Share 30.4%, Logic area 7080 µm², GR Overflow Total 0, met1 Use GR 24.0%, clk_skew ~0.014 ns, Worst Hold Path EP pht_reg[90], Relative slew margins 43.9%, Post-Layout Cell Count ~2.0k, Final Hold Fails 0, Worst setup SP type primary input, Post-route DRC 0, GRT Resource Usage Total 17.7%, Synthesis Warnings 1, Final Cycle Share 94.3%, H-tree depth 1, Pint ~3.8 mW, Fillers between 4k and 5k, initial DRC count 669, async set-reset flop share out of synthesis approximately 100%, slowest stage delay, CP between 0.5 and 0.6 ns, RSZ-0062 raised after global routing false, worst r2r src pht_reg[96], Dominant flop cell dfrtp_1, register share of total power approximately 44%, number of cells in Yosys stat 1340, Mapped Area 14400 µm², Design Area, Final 16300 µm², Hold Crit Class reg2reg, Psw 1.79 mW, post-CTS setup buffer count 0, die x size approximately 220 µm, Comb pwr share 26.1%, final wirelength 40.5 mm, Slowest-stage cell, CP clkdlybuf4s50_1, grt met3 use 7.56%, Longest Clk Path Bufs 3, fmax ~0.17 GHz, Sequential Area 6740 µm², tool warnings 27, TritonCTS Buffers 29, Area growth, synth to finish 13.2%, Yosys chip area 14400 µm², clock root buffer clkbuf_16, TritonCTS clock tree yes, #FFs+latches synth 263, status complete, no violations, FF-to-FF End pht_reg[134], via count around 11k, most used routing layer met2, R2R depth 9, aggregate negative setup slack 0 ns
## worst max-delay path: cells and delay by family
family,cells,cell delay [ns]
buffers and inverters,3,1.27
AND-OR/OR-AND,2,0.50
XOR/XNOR,1,0.19
multiplexers,3,1.33
## layout by cell type (no fill, tap or decap), types with 3 or more instances in the layout
| master | Yosys | final |
|---|---|---|
| a2111oi_0 | 3 | 3 |
| a211o_1 | 3 | 3 |
| a211oi_1 | 3 | 3 |
| a21oi_1 | 13 | 13 |
| a31oi_1 | 3 | 3 |
| and2_1 | 4 | 4 |
| and3_1 | 9 | 9 |
| buf_12 | 8 | 7 |
| buf_4 | 7 | 38 |
| clkbuf_1 | 53 | 10 |
| clkbuf_16 | 0 | 29 |
| clkbuf_8 | 0 | 9 |
| clkdlybuf4s50_1 | 0 | 34 |
| clkinv_2 | 0 | 3 |
| dfrtp_1 | 135 | 135 |
| dfstp_2 | 128 | 128 |
| inv_1 | 7 | 6 |
| mux2_2 | 3 | 3 |
| mux2i_1 | 34 | 34 |
| mux4_1 | 6 | 6 |
| mux4_2 | 85 | 85 |
| nand2_1 | 293 | 293 |
| nand3_1 | 143 | 143 |
| nor2_1 | 17 | 16 |
| nor3_1 | 8 | 8 |
| o21ai_0 | 148 | 148 |
| o21ai_1 | 21 | 21 |
| o21ai_2 | 100 | 100 |
| o221ai_1 | 5 | 5 |
| o22ai_1 | 8 | 6 |
| o31ai_1 | 5 | 3 |
| xnor2_1 | 8 | 7 |
| xor2_1 | 11 | 7 |
| xor2_4 | 0 | 5 |
## kinds of logic after synthesis
family          count (synthesis)  share of synthesized area (%)
flops                         263                           46.8
mux                           128                           17.0
buf+inv                       112                           5.01
simple gates                  483                           14.3
fa+ha+maj                       4                          0.330
compound gates                328                           15.0
xor+xnor                       22                           1.57
## cell usage after synthesis (2+ instances only)
| cell | number | share of area (%) |
|---|---|---|
| inv_2 | 2 | 0.052 |
| dfstp_2 | 128 | 23 |
| a21oi_1 | 13 | 0.45 |
| inv_1 | 7 | 0.18 |
| clkbuf_2 | 11 | 0.38 |
| buf_2 | 11 | 0.38 |
| a2111oi_0 | 3 | 0.18 |
| mux2i_1 | 34 | 2.4 |
| a211oi_1 | 3 | 0.16 |
| nand2_1 | 293 | 7.6 |
| nand2_2 | 2 | 0.087 |
| xor2_2 | 2 | 0.23 |
| buf_8 | 5 | 0.52 |
| o31ai_1 | 5 | 0.26 |
| mux4_1 | 6 | 1.1 |
| dfrtp_1 | 135 | 23 |
| o221ai_1 | 5 | 0.30 |
| nand3_1 | 143 | 5.0 |
| and2_1 | 4 | 0.17 |
| nor2_1 | 17 | 0.44 |
| a211o_1 | 3 | 0.18 |
| nor3_1 | 8 | 0.28 |
| buf_12 | 8 | 1.1 |
| o21ai_2 | 100 | 6.1 |
| o32ai_1 | 2 | 0.12 |
| buf_4 | 7 | 0.36 |
| and3_1 | 9 | 0.39 |
| o211ai_1 | 2 | 0.10 |
| o41ai_1 | 2 | 0.12 |
| clkbuf_1 | 53 | 1.4 |
| buf_6 | 8 | 0.63 |
| xnor2_1 | 8 | 0.49 |
| a31oi_1 | 3 | 0.13 |
| o21ai_0 | 148 | 5.1 |
| mux4_2 | 85 | 13 |
| xor2_1 | 11 | 0.67 |
| o22ai_1 | 8 | 0.35 |
| ha_1 | 2 | 0.17 |
| o21ai_1 | 21 | 0.73 |
| nor2b_1 | 3 | 0.13 |
| mux2_2 | 3 | 0.23 |
| maj3_2 | 2 | 0.16 |
## stage by stage
step	setup WS [ns]	hold WS, ns	power, mW
floorplan	1.27	0.445	3.45
global placement	0.340	0.453	3.86
detailed placement	0.360	0.462	3.89
CTS	0.325	0.471	5.59
global route	0.163	0.479	5.84
finish	0.350	0.465	5.55
## worst max-delay path by stage
stage / endpoint / slack (ns) / cells past startpoint / from
6_report: predict_taken / 0.35 / 9 / predict_pc[0]
5_1_grt: predict_taken / 0.16 / 9 / predict_pc[0]
4_1_cts: predict_taken / 0.32 / 9 / predict_pc[0]
## area by class of cell
| type | count | share of cell area [%] |
|---|---|---|
| Sequential cell | 263 | 41.3 |
| Clock inverter | 5 | 0.192 |
| Tap cell | 607 | 4.66 |
| Multi-Input combinational cell | 965 | 43.4 |
| Clock buffer | 48 | 5.44 |
| Inverter | 9 | 0.230 |
| Timing Repair Buffer | 79 | 4.70 |
## metal layers
metal	wire [µm]	part of all wire (%)
met1	16500	41
met2	18800	46
met3	4200	10
met4	1060	2.6
met5	0	0
## power groups by stage
| stage | registers [mW] | logic, mW | clock network (mW) |
|---|---|---|---|
| finish | 2.42 | 1.45 | 1.69 |
| global route | 2.46 | 1.60 | 1.79 |
| CTS | 2.42 | 1.46 | 1.72 |
No activity file was given, so power comes from the tool's default toggle rates.
