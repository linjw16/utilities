`flow/run.sh`:
```
#!/bin/bash
# OpenROAD 26Q1-2900-gdf79404cd8, Yosys 0.63+post, stock flow scripts
make -C /OpenROAD-flow-scripts/flow DESIGN_CONFIG=/design/flow/config.mk WORK_HOME=/design/flow/orfs finish
```
`flow/config.mk`:
```
export PLATFORM = sky130hd
export DESIGN_NAME = dut
export DESIGN_NICKNAME = dut
export VERILOG_FILES = /design/flow/design.v
export SDC_FILE = /design/flow/constraint.sdc
export NUM_CORES = 4
export LEC_CHECK = 1
export CORE_UTILIZATION = 30
```
`flow/constraint.sdc`:
```
current_design dut

set clk_period 4.3
set clk_io_pct 0.2

create_clock -name clk0 -period $clk_period [get_ports {clk}]

set non_clock_inputs [all_inputs -no_clocks]
set_input_delay [expr $clk_period * $clk_io_pct] -clock clk0 $non_clock_inputs
set_output_delay [expr $clk_period * $clk_io_pct] -clock clk0 [all_outputs]
```
`flow/design.v`:
```
module dut #(
	parameter ROW = 16,
	parameter COL = 16
) (
	input clk,
	input rst,
	input load,
	input [255:0] data,
	output [255:0] q
); 
	assign q = q_reg;
	reg [255:0] q_reg = 255'h7, q_next = 255'h7;
	generate
		genvar i,j;
		for (i=0;i<16;i=i+1) begin: gen_row
			for (j=0;j<16;j=j+1) begin: gen_clm
				wire [9:1] t;
				assign t[1] = q_reg[((i+15)%16)*16+((j+15)%16)];
				assign t[2] = q_reg[((i+15)%16)*16+((j+0)%16)];
				assign t[3] = q_reg[((i+15)%16)*16+((j+1)%16)];
				assign t[4] = q_reg[i*16+((j+15)%16)];
				assign t[5] = q_reg[i*16+j];
				assign t[6] = q_reg[i*16+((j+1)%16)];
				assign t[7] = q_reg[((i+1)%16)*16+((j+15)%16)];
				assign t[8] = q_reg[((i+1)%16)*16+((j+0)%16)];
				assign t[9] = q_reg[((i+1)%16)*16+((j+1)%16)];
				wire [3:0] sum = t[1]+t[2]+t[3]+t[4]+t[6]+t[7]+t[8]+t[9];
				always @(*) begin
					case (sum) 
						0: begin
							q_next[i*16+j] = 1'b0;
						end 
						1: begin
							q_next[i*16+j] = 1'b0;
						end 
						2: begin
							q_next[i*16+j] = q_reg[i*16+j];
						end 
						3: begin
							q_next[i*16+j] = 1'b1;
						end
						default:
							q_next[i*16+j] = 1'b0;
					endcase
				end
			end
		end
	endgenerate
	always @(posedge clk) begin
		if (load) begin
			q_reg <= data;
		end else begin
			q_reg <= q_next;
		end
	end
endmodule
```
==> design notes <==
After routing, the total negative slack on setup checks comes to 0 ps. The tree is rooted in a clkbuf_16. By area the synthesized netlist is led by fa_1, ha_1, edfxtp_1.

After routing the design area is 65600 µm². Looking at the gate-level netlist, the highest instance count belongs to inv_1. The finished layout holds 8600 standard cells, fillers aside. Per the CTS log, the buffer count on the longest clock path is 3. Looking at the worst setup and hold paths, the clock pins of their registers show a slew of 60 ps.

The worst setup path is of the flip-flop to flip-flop kind. Averaged over all synthesized cells, the footprint is 10.0 µm². Final hold analysis gives a worst-case slack of 752 ps. Of all flip-flops after synthesis, the portion carrying an async set or reset was 0%. The detailed-router iteration count before antenna repair came out at 5. For the worst-skew pair, the clock arrives at the later sink with an insertion delay of 640 ps.

The worst path needs 3990 ps of the cycle, external delays included. The actual slew at the worst max-slew pin was 765 ps; the clock skew after layout was 21.5 ps. The run gives 0.940 as the global placement routability congestion.

The worst setup path is captured at a flip-flop. Entering global routing, the biggest net connects 151 pins. For this sky-water flow run, the detailed-routed wirelength per cell is reported as 19.0 µm. The growth of design area from synthesis to finish works out to 20.0%.

The run gives 28 for the number of warnings the tools reported. The tools report the maximum clock frequency as 0.251 GHz. Endpoints failing hold in the final report were tallied at 0. Per the detail_route log, met2 wirelength is 80800 µm.

The commonest register cell after synthesis was edfxtp_1. The run gives 515 as the I/O pin total. Per the finish-stage timing summary, setup violations number 0. The via count of the first global-routing pass is 41200. Summing over every cut layer, the via total after detailed routing is 39900. Total global-route track usage over all layers is 19.2%. The multi-input combinational cells in the finished layout cover a total of 41600 µm².

The instance area after placement is 64200 µm². The setup fix buffers added after clock tree synthesis is 0, and the detailed-route wire length on metal 1 is 61300 µm. The layout summary lists the proportion of cells stronger than drive strength 1 as 5.85%. Including well taps, the total number of placed cells is 8513.

The routed design uses 13300 µm of met3 wire. STA classifies the critical path startpoint as a flip-flop. Per the detailed-route log, wirelength across all metal layers totals 163000 µm. With the final max-slew violation count at 0, the die span in y is 429 µm. The highest metal layer carrying signal wires in the routed design is met4. The flow ran to the end, and the final reports show no timing, DRC or antenna violations. Count of input and output buffers: 513. The number of gates resized after CTS was 0. The run gives 4370 ps for the arrival time reported for the critical path endpoint. Looking at the clock tree report, the H-tree level count equals 2. The worst path uses 92.8% of the clock period. The global-route wire length before repair is 249000 µm, and the cell row count is 156. The count of nets left with antenna violations once routing finished came out at 0. The area share of the leading cell type in the synthesized netlist works out to 37.5%. The script parses the final routing iteration and logs DRC violations as 0. The run gives 14.1% for the sequential share of the synthesized area. The violation tally recorded at the end of detailed-routing iteration 0 is 1419. Fill cells in the final layout number 17400. The netlist uses 21 different library cells. Per the layout area report, the register area comes to 7690 µm². The run gives 0 for the total of max-cap violations.

At the worst endpoint, the required time is 4680 ps. The CTS report gives the tree buffer count as 46. The report shows a maximum critical-path fanout of 6.

The area of the mapped netlist came out at 54700 µm². The chip area was 184000 µm². Once the floorplan was initialized, standard cells occupied 30.2% of the core. The run gives 16 for the initial antenna violation count. TritonCTS built the clock tree.

Per the synthesis report, the dominant area consumer among library cells is fa_1. STA reports the tightest min-delay check as being of type flip-flop to flip-flop. Yosys mapped a number of flops with a built-in enable equal to 256. After technology mapping, the gate count stands at 5454. In the routed layout, each cell is associated on average with a via count of 4.64.

The Yosys warning count was 1. The clock tree has to reach 256 sinks. The number of hold buffers added after CTS was 0. Detailed placement finished with a half-perimeter wire length of 143000 µm.

Sorting the synthesized cells by how often they occur yields inv_1, fa_1, ha_1, nand2_1, a21oi_1. According to the floorplan report, the die width is 429 µm. Headroom to the max-slew limit came out at 48.9%. Synthesis inferred 256 register bits. Setup repair after global routing left no endpoint under its margin. The register with the most flip-flops in the layout has 256 of them.

The area of the core region was 181000 µm²; the number of cell instances after yosys synthesis was 5454. The synthesized netlist has a Yosys-reported chip area of 54700 µm². The total overflow left after global routing is 0.
==> layer usage <==
metal / up-vias / global-route usage (%)
met1: 19500 / 23.6
met5: - / 0
li1: 19200 / -
met3: 198 / 6.48
met2: 968 / 31.7
met4: 0 / 7.22
==> critical path, cell delays in order (launching register included) <==
cell	delay [ps]
edfxtp_1	480
inv_1	370
fa_1	500
fa_1	450
fa_1	500
inv_1	40
ha_1	200
fa_1	390
nor2_1	120
a21oi_1	60
or4b_2	620
==> final cells by class <==
| cell class | instances | share of cell area [%] |
|---|---|---|
| clock inverters | 17 | 0.109 |
| multi-input cells | 3835 | 63.4 |
| flip-flops and latches | 256 | 11.7 |
| diodes | 9 | 0.0343 |
| clock buffers | 61 | 1.94 |
| inverters | 1279 | 7.32 |
| repair buffers | 773 | 10.9 |
| well taps | 2370 | 4.52 |
==> through the flow <==
step | setup WS (ps) | utilization, %
6_report | 309 | 36.3
5_1_grt | 117 | 36.3
3_5_place_dp | 315 | 35.5
4_1_cts | 291 | 36.2
3_3_place_gp | 327 | 35.5
2_1_floorplan | 599 | -
==> kinds of logic (layout without fill, tap and decap cells) <==
group	Yosys count	in the layout	share of synthesized area (%)
and+or+nand+nor	1276	1276	12.9
buffers and inverters	1363	2130	9.82
DFF	256	256	14.1
other	0	9	0
adders and majority gates	1791	1791	55.0
AOI/OAI and AO/OA	768	768	8.23
==> final timing paths <==
path                                  from         end  slack [ps]  depth (start not counted)
worst max-delay path             q_reg[18]    q_reg[2]         310                         10
worst max register to register   q_reg[18]    q_reg[2]         310                         10
worst min register to register  q_reg[104]  q_reg[119]         750                          2
worst min-delay path            q_reg[104]  q_reg[119]         750                          2
==> layout by cell type, fill, tap and decap left out, drive strengths merged, types with 256 or more instances in the layout <==
cell type / instances
inv: 1279
fa: 1023
ha: 768
clkdlybuf4s50: 512
nand2: 507
a21oi: 504
buf: 261
edfxtp: 256
